File: run.sh
#!/bin/bash
# OpenROAD 26Q1-2900-gdf79404cd8, Yosys 0.63+post, stock flow scripts
make -C /OpenROAD-flow-scripts/flow DESIGN_CONFIG=/design/flow/config.mk WORK_HOME=/design/flow/orfs finish
File: config.mk
export PLATFORM = sky130hd
export DESIGN_NAME = axi_slave
export DESIGN_NICKNAME = axi_slave
export VERILOG_FILES = /design/flow/design.v
export SDC_FILE = /design/flow/constraint.sdc
export NUM_CORES = 4
export LEC_CHECK = 1
export CORE_UTILIZATION = 30
File: constraint.sdc
current_design axi_slave

set clk_period 6.3
set clk_io_pct 0.2

create_clock -name clk0 -period $clk_period [get_ports {S_AXI_ACLK}]

set non_clock_inputs [all_inputs -no_clocks]
set_input_delay [expr $clk_period * $clk_io_pct] -clock clk0 $non_clock_inputs
set_output_delay [expr $clk_period * $clk_io_pct] -clock clk0 [all_outputs]
File: design.v
module axi_addr #(
    parameter AW = 32,
    parameter DW = 32
)(
    input  [AW-1 : 0] i_last_addr,
    input  [2 : 0]    i_size,
    input  [1 : 0]    i_burst,
    input  [7 : 0]    i_len,
    output [AW-1 : 0] o_next_addr
);
localparam DSZ = $clog2(DW) - 3;
localparam FIXED     = 2'b00,
           INCREMENT = 2'b01,
           WRAP      = 2'b10;
reg [AW-1 : 0] wrap_mask, increment;
reg [AW-1 : 0] o_next_addr;
always @(*) begin
    increment = 0;
    if (i_burst != FIXED) begin
        if (DSZ == 0) begin
            increment = 1;
        end
        else if (DSZ == 1) begin
            increment = i_size[0] ? 2 : 1;
        end
        else if (DSZ == 2) begin
            increment = i_size[1] ? 4 : (i_size[0] ? 2 : 1);
        end
        else if (DSZ == 4) begin
            case (i_size[1 : 0])
                2'b00: increment = 1;
                2'b01: increment = 2;
                2'b10: increment = 4;
                2'b11: increment = 8;
            endcase
        end
        else begin
            increment = (1 << i_size);
        end
    end
end
always @(*) begin
    wrap_mask = 'b0;
    if (i_burst == WRAP) begin
        if (i_len == 1) begin
            wrap_mask = (1 << (i_size + 1));
        end
        else if (i_len == 3) begin
            wrap_mask = (1 << (i_size + 2));
        end
        else if (i_len == 7) begin
            wrap_mask = (1 << (i_size + 3));
        end
        else if (i_len == 15) begin
            wrap_mask = (1 << (i_size + 4));
        end
        wrap_mask = wrap_mask - 1;
        if (AW > 12) begin
            wrap_mask[(AW-1) : ((AW >12) ? 12 : (AW-1))] = 'b0;
        end
    end
end
always @(*) begin
    o_next_addr = i_last_addr + increment;
    if (i_burst != FIXED) begin
        if (DSZ < 2) begin
            o_next_addr = i_size[0];
        end
        else if (DSZ < 4) begin
            case(i_size[1 : 0]) 
                2'b00: o_next_addr        = o_next_addr;
                2'b01: o_next_addr[0]     = 1'b0;
                2'b10: o_next_addr[1 : 0] = 'b0;
                2'b11: o_next_addr[2 : 0] = 'b0;
            endcase
        end
        else begin
            case(i_size) 
                3'b000: o_next_addr        = o_next_addr;
                3'b001: o_next_addr[0]     = 1'b0;
                3'b010: o_next_addr[1 : 0] = 'b0;
                3'b011: o_next_addr[2 : 0] = 'b0;
                3'b100: o_next_addr[3 : 0] = 'b0;
                3'b101: o_next_addr[4 : 0] = 'b0;
                3'b110: o_next_addr[5 : 0] = 'b0;
                3'b111: o_next_addr[6 : 0] = 'b0;
            endcase
        end
    end
    if (i_burst[1]) begin
        o_next_addr = (i_last_addr & ~wrap_mask) | (o_next_addr & wrap_mask);
    end
    if (AW > 12) begin
        o_next_addr[(AW-1) : ((AW >12) ? 12 : (AW-1))] = i_last_addr[(AW-1) : ((AW >12) ? 12 : (AW-1))];
    end
end
endmodule
module axi_slave #(
    parameter AXI_ID_WD   = 2,
    parameter AXI_DATA_WD = 32,
    parameter AXI_ADDR_WD = 32,
    parameter AXI_STRB_WD = 4
)(
    input                      S_AXI_ACLK,
    input                      S_AXI_ARESETN,
    input  [AXI_ADDR_WD-1 : 0] S_AXI_AWADDR,
    input  [AXI_ID_WD-1   : 0] S_AXI_AWID,
    input  [1 : 0]             S_AXI_AWBURST,
    input  [2 : 0]             S_AXI_AWSIZE,
    input  [7 : 0]             S_AXI_AWLEN,
    input                      S_AXI_AWVALID,
    output                     S_AXI_AWREADY,
    input  [AXI_DATA_WD-1 : 0] S_AXI_WDATA,
    input  [AXI_STRB_WD-1 : 0] S_AXI_WSTRB,
    input                      S_AXI_WLAST,
    input                      S_AXI_WVALID,
    output                     S_AXI_WREADY,
    output [AXI_ID_WD-1   : 0] S_AXI_BID,
    output [1 : 0]             S_AXI_BRESP,
    output                     S_AXI_BVALID,
    input                      S_AXI_BREADY,
    input  [AXI_ADDR_WD-1 : 0] S_AXI_ARADDR,
    input  [AXI_ID_WD-1   : 0] S_AXI_ARID,
    input  [1 : 0]             S_AXI_ARBURST,
    input  [2 : 0]             S_AXI_ARSIZE,
    input  [7 : 0]             S_AXI_ARLEN,
    input                      S_AXI_ARVALID,
    output                     S_AXI_ARREADY,
    output [AXI_DATA_WD-1 : 0] S_AXI_RDATA,
    output                     S_AXI_RLAST,
    output [AXI_ID_WD-1   : 0] S_AXI_RID,
    output [1 : 0]             S_AXI_RRESP,
    output                     S_AXI_RVALID,
    input                      S_AXI_RREADY
);
localparam IW = AXI_ID_WD,
           DW = AXI_DATA_WD,
           AW = AXI_ADDR_WD,
           SW = AXI_STRB_WD;
localparam DW_BYTE = DW >> 3;
localparam DEPTH   = 1 << AW;
reg [7 : 0] mem [DEPTH-1 : 0];
reg [AW-1 : 0] awaddr;
reg [IW-1 : 0] awid;
reg [1 : 0]    awburst;
reg [2 : 0]    awsize;
reg [7 : 0]    awlen;
reg [AW-1 : 0] araddr;
reg [IW-1 : 0] arid;
reg [1 : 0]    arburst;
reg [2 : 0]    arsize;
reg [7 : 0]    arlen;
reg            axi_awready;
reg            axi_wready;
reg [IW-1 : 0] axi_bid;
reg            axi_bvalid;
reg            axi_arready;
reg [AW-1 : 0] axi_rdata;
reg            axi_rlast;
reg [IW-1 : 0] axi_rid;
reg            axi_rvalid;
reg         bvalid_r;
reg [7 : 0] cur_rlen;
wire [AW-1 : 0] next_wr_addr;
wire [AW-1 : 0] next_rd_addr;
wire awfire = S_AXI_AWVALID  && S_AXI_AWREADY;
wire wfire  = S_AXI_WVALID   && S_AXI_WREADY;
wire arfire = S_AXI_ARVALID  && S_AXI_ARREADY;
wire rfire  = S_AXI_RVALID   && S_AXI_RREADY;
wire b_pend = S_AXI_BVALID   && !S_AXI_BREADY;
wire r_pend = S_AXI_RVALID   && !S_AXI_RREADY;
always @(posedge S_AXI_ACLK) begin
    if (S_AXI_AWREADY) begin
        awaddr  <= S_AXI_AWADDR;
        awid    <= S_AXI_AWID;
        awburst <= S_AXI_AWBURST;
        awlen   <= S_AXI_AWLEN;
        awsize  <= S_AXI_AWSIZE;
    end
    else if (wfire) begin
        awaddr <= next_wr_addr;
    end
end
always @(posedge S_AXI_ACLK) begin
    if (!S_AXI_ARESETN) begin
        axi_awready <= 1'b1;
        axi_wready  <= 1'b0;
    end
    else if (awfire) begin
        axi_awready <= 1'b0;
        axi_wready  <= 1'b1;
    end
    else if (wfire) begin
        axi_awready <= S_AXI_WLAST && !b_pend;
        axi_wready  <= !S_AXI_WLAST;
    end
    else if (!S_AXI_AWREADY) begin
        if (axi_wready) begin
            axi_awready <= 1'b0;
        end
        else if (b_pend) begin
            axi_awready <= 1'b0;
        end
        else begin
            axi_wready  <= 1'b1;
        end
    end
end
always @(posedge S_AXI_ACLK) begin
    if (!b_pend) begin
        axi_bid <= awid;
    end
end
always @(posedge S_AXI_ACLK) begin
    if (!S_AXI_ARESETN) begin
        axi_bvalid <= 1'b0;
    end
    else if (wfire && S_AXI_WLAST) begin
        axi_bvalid <= 1'b1;
    end
    else if (S_AXI_BREADY) begin
        axi_bvalid <= bvalid_r;
    end
end
always @(posedge S_AXI_ACLK) begin
    if (!S_AXI_ARESETN) begin
        bvalid_r <= 1'b0;
    end
    else if (b_pend && wfire && S_AXI_WLAST) begin
        bvalid_r <= 1'b1;
    end
    else if (S_AXI_BREADY) begin
        bvalid_r <= 1'b0;
    end
end
always @(posedge S_AXI_ACLK) begin
    if (wfire) begin
        for (integer i = 0; i < DW_BYTE; i = i + 1) begin
            mem[awaddr + i] <= S_AXI_WDATA[(i << 3) + 7 -: 8];
        end
    end
end
axi_addr #( 
    .AW(AW),
    .DW(DW)
) get_next_wr_addr(
    .i_last_addr(awaddr),
    .i_burst(awburst),
    .i_size(awsize),
    .i_len(awlen),
    .o_next_addr(next_wr_addr)
);
assign S_AXI_AWREADY = axi_awready;
assign S_AXI_WREADY  = axi_wready;
assign S_AXI_BRESP   = 2'b00;
assign S_AXI_BVALID  = axi_bvalid;
assign S_AXI_BID     = axi_bid;
always @(posedge S_AXI_ACLK) begin
    if (S_AXI_ARREADY) begin
        araddr  <= S_AXI_ARADDR;
        arid    <= S_AXI_ARID;
        arburst <= S_AXI_ARBURST;
        arlen   <= S_AXI_ARLEN;
        arsize  <= S_AXI_ARSIZE;
    end
    else if (rfire) begin
        araddr <= next_rd_addr;
    end
end
always @(posedge S_AXI_ACLK) begin
    if (!S_AXI_ARESETN) begin
        cur_rlen <= 'b0;
    end
    else if (arfire) begin
        cur_rlen <= S_AXI_ARLEN;
    end
    else if (rfire) begin
        cur_rlen <= cur_rlen - 1'b1;
    end
end
always @(posedge S_AXI_ACLK) begin
    if (!S_AXI_ARESETN) begin
        axi_arready <= 1'b1;
    end
    else if (arfire) begin
        axi_arready <= 1'b0;
    end
    else if (rfire) begin
        axi_arready <= (cur_rlen <= 1);
    end
end
always @(posedge S_AXI_ACLK) begin
    if (!S_AXI_ARESETN) begin
        axi_rvalid <= 1'b0;
    end
    else if (arfire) begin
        axi_rvalid <= 1'b1;
    end
    else if (rfire) begin
        axi_rvalid <= (cur_rlen > 0);
    end
end
always @(posedge S_AXI_ACLK) begin
    if (!S_AXI_ARESETN) begin
        axi_rlast <= 1'b0;
    end
    else if (arfire) begin
        axi_rlast <= (S_AXI_ARLEN == 'b0);
    end
    else if (rfire) begin
        axi_rlast <= (cur_rlen == 'b1);
    end
end
always @(posedge S_AXI_ACLK) begin
    if (!r_pend) begin
        axi_rid <= arid;
    end
end
axi_addr #( 
    .AW(AW),
    .DW(DW)
) get_next_rd_addr(
    .i_last_addr(araddr),
    .i_burst(arburst),
    .i_size(arsize),
    .i_len(arlen),
    .o_next_addr(next_rd_addr)
);
always @(*) begin
    for (integer i = 0; i < DW_BYTE; i = i + 1) begin
        axi_rdata[(i << 3) + 7 -: 8] = mem[araddr + i];
    end
end
assign S_AXI_ARREADY = axi_arready;
assign S_AXI_RVALID  = axi_rvalid;
assign S_AXI_RDATA   = axi_rdata;
assign S_AXI_RLAST   = axi_rlast;
assign S_AXI_RID     = axi_rid;
assign S_AXI_RRESP   = 2'b00;
endmodule
==> run notes <==
fresh numbers from the pnr run: run status=finished clean, Synth top area share=0.286, signed area change from the synthesized netlist to the final layout=21.9%, post-route minimum period=roughly 4.7 ns, xor and xnor fraction of the mapped netlist area=0.0582, detailed-router iteration count before antenna repair=5, global routing usage on met1=0.289, Overall Power=between 0.002 and 0.0025 W, Startpoint Class=register, Remaining Overflow, GRT=0, gpl congestion=~0.98, violation tally from detailed-route iteration zero=787, quantity of gates resized following cts=0, static power due to leakage=approximately 3.4 nW, boundary pin count=between 150 and 200, die width=173 um, share of async-settable or async-resettable flops after synthesis=0, Hold WC Path Type=register to register, routing layer with the top usage in global route=met2, Peak VDD IR=0.120 mV, Worst Tran Pin Value=1.01 ns, yosys adder share=0.0310, number of logged tool warnings=70, Filler Cells Inserted=2,834, vias per inst=5.71, number of antenna cells inserted=0, Latency at later pin=0.36 ns, post-synthesis register bit count=around 98, number of placement rows=62, die area=29,800 sq um, total length of routed wires=28.0 mm, DP HPWL=20.8 mm, placement-stage cell area=10,300 sq um, final clock skew=0.0125 ns, fraction of layout cells with a size suffix above 1=0.0670, Setup-failing EPs final=0, DRC violations left=0, Synth warnings=2, max_slew headroom=0.320, port buffer count=144, compound-cell area share of the yosys netlist=0.173, TritonCTS clock tree=built, met2 track utilization from global routing=0.290, simple-gate area share of the yosys netlist=0.309, clock tree root buffer cell=sky130_fd_sc_hd__clkbuf_16, placement-stage worst setup slack=1.47 ns, via count of the routed design=~8,400, final worst slack=approximately 1.6 ns, required time of the critical path=about 6.5 ns, slack of the worst reg-to-reg path=1.61 ns, max-capacitance violation count=0, highest clock rate=0.213 GHz, antenna-violating nets left=0, die height=173 um, mean instance size in the synthesized netlist=slightly below 9 sq um, Post-synth area hogs=sky130_fd_sc_hd__edfxtp_1, sky130_fd_sc_hd__xnor2_1, sky130_fd_sc_hd__dfxtp_1, sky130_fd_sc_hd__nand2_1, sky130_fd_sc_hd__nand4_1, # Post-CTS Setup Buffers=0, antenna violations before repair=0, placeable core region=28,600 sq um, total count of hold-check failures in the final report=0, critical path type=register to register, Hold Worst Slack=0.422 ns, worst path arrival time=4.93 ns, H-Tree Level Count=3, dominant register cell in the synthesized netlist=sky130_fd_sc_hd__edfxtp_1, yosys synthesis chip area=8720 sq um, vias in the first global route=between 7,000 and 8,000, combined area of all synthesized cells=8720 sq um, met3 Track Usage GR=0.0293, number of standard cells reported by yosys=1,006, mux share=0.0492, fp_density=0.305, first-pass GRT wire length=44.4 mm, worst flop-to-flop path endpoint=mem[-1][1], number of instances in the synthesized netlist=1,006, Max Fanout on Critical Path=14, clock tree sinks=98, largest family of logic cells by area=simple AND/OR/NAND/NOR gates, maximum number of buffers from clock root to sink=2, PwrDens=about 200 nW/um^2, pin count of the biggest net entering global routing=68, routed len/inst=19.0 um, endpoint of the most critical setup path=mem[-1][1], gr usage total=0.192, depth of the worst register-to-register path=9, Seq share, synth=0.320, max-slew violation count=0, Hold Buf Count CTS=0, RSZ-0062 raised after global routing=false, clock input transition at the sequential cells of the worst setup and hold paths=0.08 ns, Synth area leader=sky130_fd_sc_hd__edfxtp_1, post-route cell area=between 10,000 and 15,000 sq um, CTS Buf Count=9, number of distinct library cells after synthesis=72, TNS Setup=0 ns, number of enable flip-flop cells=83, final cycle utilization of the critical path=0.745, Worst Setup End Kind=register
## cells by family after synthesis
kind of cell	Yosys count
xor gates and xnor gates	58
DFF	98
AOI/OAI and AO/OA	216
adders and majority gates	21
muxes	40
other	1
and+or+nand+nor	460
buffers and inverters	112
## per-stage QoR
step	cells	util
after floorplan	1009	-
after global placement	1457	0.360
after detailed placement	1457	0.360
after CTS	1473	0.372
after global routing	1473	0.372
final	1473	0.372
## layout make-up
class,count,area (sq um),share of cell area
multi-input combinational,799,5430,0.511
clock inverter,6,66.3,0.00624
timing repair buffer,157,1540,0.145
clock buffer,10,250,0.0235
sequential,98,2800,0.263
tap,384,480,0.0452
inverter,19,71.3,0.00671
## per-layer routing
layer / vias up / share of wire
met5: - / 0
met1: 3886 / 0.45
met4: 0 / 0.036
li1: 4038 / -
met2: 421 / 0.44
met3: 63 / 0.078
## where the power goes
part / leakage [nW] / total (W) / switching (W) / internal, W
registers: 0.961 / 0.000954 / 0.000168 / 0.000786
logic: 2.27 / 0.000607 / 0.000308 / 0.000298
clock network: 0.153 / 0.000589 / 0.000284 / 0.000305
## worst min path at each step
stage         startpoint          to  slack [ns]  depth (start not counted)
finish           arid[1]  axi_rid[1]        0.42                          0
CTS              arid[1]  axi_rid[1]        0.42                          0
global route     arid[0]  axi_rid[0]        0.43                          0
## layout by cell type (no fill, tap or decap), drive strengths merged, types with 7 or more instances in the layout
cell type / count
o31a: 21
o21ai: 42
a21boi: 9
and4: 26
mux2: 23
nand3: 32
inv: 22
a31oi: 7
nor4: 45
xnor2: 40
nand4: 44
nor3b: 7
a21oi: 37
nor4b: 9
a21o: 8
clkbuf: 10
mux2i: 17
and3: 10
ha: 20
nand4b: 13
o211a: 8
o211ai: 9
xor2: 18
o31ai: 14
o32ai: 10
dfxtp: 15
or4: 21
buf: 13
nor2: 57
nor3: 37
clkdlybuf4s50: 144
edfxtp: 83
or3: 20
and2: 33
nand2: 73
nor2b: 15
a211oi: 7
## synthesized netlist by cell type, types with 10 or more instances
cell type,instances
sky130_fd_sc_hd__and3_1,10
sky130_fd_sc_hd__inv_1,19
sky130_fd_sc_hd__nand2_1,73
sky130_fd_sc_hd__a21oi_1,37
sky130_fd_sc_hd__dfxtp_1,15
sky130_fd_sc_hd__nand4_1,43
sky130_fd_sc_hd__clkbuf_1,55
sky130_fd_sc_hd__buf_2,11
sky130_fd_sc_hd__nor4_1,41
sky130_fd_sc_hd__o31a_1,21
sky130_fd_sc_hd__ha_1,20
sky130_fd_sc_hd__nand4b_1,13
sky130_fd_sc_hd__o21ai_0,41
sky130_fd_sc_hd__buf_4,21
sky130_fd_sc_hd__mux2i_1,17
sky130_fd_sc_hd__or4_1,21
sky130_fd_sc_hd__edfxtp_1,83
sky130_fd_sc_hd__xnor2_1,40
sky130_fd_sc_hd__nor3_1,37
sky130_fd_sc_hd__nand3_1,31
sky130_fd_sc_hd__o31ai_1,14
sky130_fd_sc_hd__and2_1,31
sky130_fd_sc_hd__xor2_1,18
sky130_fd_sc_hd__nor2_1,57
sky130_fd_sc_hd__and4_1,26
sky130_fd_sc_hd__mux2_2,23
sky130_fd_sc_hd__o32ai_1,10
sky130_fd_sc_hd__nor2b_1,15
sky130_fd_sc_hd__or3_1,20
## worst max-delay path: stages, from the launching register on
cell                       delay, ns
sky130_fd_sc_hd__edfxtp_1       0.72
sky130_fd_sc_hd__ha_1           0.59
sky130_fd_sc_hd__nand3_2        0.23
sky130_fd_sc_hd__or4_1          0.72
sky130_fd_sc_hd__nor4_1         0.41
sky130_fd_sc_hd__o22ai_1        0.16
sky130_fd_sc_hd__nor4_2         0.91
sky130_fd_sc_hd__and3_1         0.49
sky130_fd_sc_hd__o31a_1         0.19
sky130_fd_sc_hd__mux2_2         0.14
Power is estimated from default activity; no workload was simulated.
