## flow/run.sh

```bash
#!/bin/bash
# OpenROAD 26Q1-2900-gdf79404cd8, Yosys 0.63+post, stock flow scripts
make -C /OpenROAD-flow-scripts/flow DESIGN_CONFIG=/design/flow/config.mk WORK_HOME=/design/flow/orfs finish
```

## flow/config.mk

```make
export PLATFORM = sky130hd
export DESIGN_NAME = axi_slave_outstanding
export DESIGN_NICKNAME = axi_slave_outstanding
export VERILOG_FILES = /design/flow/design.v
export SDC_FILE = /design/flow/constraint.sdc
export NUM_CORES = 4
export LEC_CHECK = 1
export CORE_UTILIZATION = 50
```

## flow/constraint.sdc

```tcl
current_design axi_slave_outstanding

set clk_period 10.8
set clk_io_pct 0.2

create_clock -name clk0 -period $clk_period [get_ports {S_AXI_ACLK}]

set non_clock_inputs [all_inputs -no_clocks]
set_input_delay [expr $clk_period * $clk_io_pct] -clock clk0 $non_clock_inputs
set_output_delay [expr $clk_period * $clk_io_pct] -clock clk0 [all_outputs]
```

## flow/design.v

```verilog
module axi_addr #(
    parameter AW = 32,
    parameter DW = 32
)(
    input  [AW-1 : 0] i_last_addr,
    input  [2 : 0]    i_size,
    input  [1 : 0]    i_burst,
    input  [7 : 0]    i_len,
    output [AW-1 : 0] o_next_addr
);
localparam DSZ = $clog2(DW) - 3;
localparam FIXED     = 2'b00,
           INCREMENT = 2'b01,
           WRAP      = 2'b10;
reg [AW-1 : 0] wrap_mask, increment;
reg [AW-1 : 0] o_next_addr;
always @(*) begin
    increment = 0;
    if (i_burst != FIXED) begin
        if (DSZ == 0) begin
            increment = 1;
        end
        else if (DSZ == 1) begin
            increment = i_size[0] ? 2 : 1;
        end
        else if (DSZ == 2) begin
            increment = i_size[1] ? 4 : (i_size[0] ? 2 : 1);
        end
        else if (DSZ == 4) begin
            case (i_size[1 : 0])
                2'b00: increment = 1;
                2'b01: increment = 2;
                2'b10: increment = 4;
                2'b11: increment = 8;
            endcase
        end
        else begin
            increment = (1 << i_size);
        end
    end
end
always @(*) begin
    wrap_mask = 'b0;
    if (i_burst == WRAP) begin
        if (i_len == 1) begin
            wrap_mask = (1 << (i_size + 1));
        end
        else if (i_len == 3) begin
            wrap_mask = (1 << (i_size + 2));
        end
        else if (i_len == 7) begin
            wrap_mask = (1 << (i_size + 3));
        end
        else if (i_len == 15) begin
            wrap_mask = (1 << (i_size + 4));
        end
        wrap_mask = wrap_mask - 1;
        if (AW > 12) begin
            wrap_mask[(AW-1) : ((AW >12) ? 12 : (AW-1))] = 'b0;
        end
    end
end
always @(*) begin
    o_next_addr = i_last_addr + increment;
    if (i_burst != FIXED) begin
        if (DSZ < 2) begin
            o_next_addr = i_size[0];
        end
        else if (DSZ < 4) begin
            case(i_size[1 : 0]) 
                2'b00: o_next_addr        = o_next_addr;
                2'b01: o_next_addr[0]     = 1'b0;
                2'b10: o_next_addr[1 : 0] = 'b0;
                2'b11: o_next_addr[2 : 0] = 'b0;
            endcase
        end
        else begin
            case(i_size) 
                3'b000: o_next_addr        = o_next_addr;
                3'b001: o_next_addr[0]     = 1'b0;
                3'b010: o_next_addr[1 : 0] = 'b0;
                3'b011: o_next_addr[2 : 0] = 'b0;
                3'b100: o_next_addr[3 : 0] = 'b0;
                3'b101: o_next_addr[4 : 0] = 'b0;
                3'b110: o_next_addr[5 : 0] = 'b0;
                3'b111: o_next_addr[6 : 0] = 'b0;
            endcase
        end
    end
    if (i_burst[1]) begin
        o_next_addr = (i_last_addr & ~wrap_mask) | (o_next_addr & wrap_mask);
    end
    if (AW > 12) begin
        o_next_addr[(AW-1) : ((AW >12) ? 12 : (AW-1))] = i_last_addr[(AW-1) : ((AW >12) ? 12 : (AW-1))];
    end
end
endmodule
module axi_slave_outstanding #(
    parameter AXI_ID_WD   = 2,
    parameter AXI_DATA_WD = 32,
    parameter AXI_ADDR_WD = 32,
    parameter AXI_STRB_WD = 4
)(
    input                      S_AXI_ACLK,
    input                      S_AXI_ARESETN,
    input  [AXI_ADDR_WD-1 : 0] S_AXI_AWADDR,
    input  [AXI_ID_WD-1   : 0] S_AXI_AWID,
    input  [1 : 0]             S_AXI_AWBURST,
    input  [2 : 0]             S_AXI_AWSIZE,
    input  [7 : 0]             S_AXI_AWLEN,
    input                      S_AXI_AWVALID,
    output                     S_AXI_AWREADY,
    input  [AXI_DATA_WD-1 : 0] S_AXI_WDATA,
    input  [AXI_STRB_WD-1 : 0] S_AXI_WSTRB,
    input                      S_AXI_WLAST,
    input                      S_AXI_WVALID,
    output                     S_AXI_WREADY,
    output [AXI_ID_WD-1   : 0] S_AXI_BID,
    output [1 : 0]             S_AXI_BRESP,
    output                     S_AXI_BVALID,
    input                      S_AXI_BREADY,
    input  [AXI_ADDR_WD-1 : 0] S_AXI_ARADDR,
    input  [AXI_ID_WD-1   : 0] S_AXI_ARID,
    input  [1 : 0]             S_AXI_ARBURST,
    input  [2 : 0]             S_AXI_ARSIZE,
    input  [7 : 0]             S_AXI_ARLEN,
    input                      S_AXI_ARVALID,
    output                     S_AXI_ARREADY,
    output [AXI_DATA_WD-1 : 0] S_AXI_RDATA,
    output                     S_AXI_RLAST,
    output [AXI_ID_WD-1   : 0] S_AXI_RID,
    output [1 : 0]             S_AXI_RRESP,
    output                     S_AXI_RVALID,
    input                      S_AXI_RREADY
);
localparam IW = AXI_ID_WD,
           DW = AXI_DATA_WD,
           AW = AXI_ADDR_WD,
           SW = AXI_STRB_WD;
localparam DW_BYTE = DW >> 3;
localparam DEPTH   = 1 << AW;
reg [7 : 0] mem [DEPTH-1 : 0];
reg [AW-1 : 0] awaddr;
reg [IW-1 : 0] awid;
reg [1 : 0]    awburst;
reg [2 : 0]    awsize;
reg [7 : 0]    awlen;
reg [AW-1 : 0] araddr;
reg [IW-1 : 0] arid;
reg [1 : 0]    arburst;
reg [2 : 0]    arsize;
reg [7 : 0]    arlen;
reg            axi_awready;
reg            axi_wready;
reg [IW-1 : 0] axi_bid;
reg            axi_bvalid;
reg            axi_arready;
reg [AW-1 : 0] axi_rdata;
reg            axi_rlast;
reg [IW-1 : 0] axi_rid;
reg            axi_rvalid;
reg         bvalid_r;
reg [7 : 0] cur_rlen;
wire [AW-1 : 0] next_wr_addr;
wire [AW-1 : 0] next_rd_addr;
wire awfire = S_AXI_AWVALID  && S_AXI_AWREADY;
wire wfire  = S_AXI_WVALID   && S_AXI_WREADY;
wire arfire = S_AXI_ARVALID  && S_AXI_ARREADY;
wire rfire  = S_AXI_RVALID   && S_AXI_RREADY;
wire b_pend = S_AXI_BVALID   && !S_AXI_BREADY;
wire r_pend = S_AXI_RVALID   && !S_AXI_RREADY;
reg [(AW << 1)-1 : 0] fifo [15 : 0];
reg [4 : 0] wr_ptr;
reg [4 : 0] rd_ptr;
wire fifo_full  = (wr_ptr == {~rd_ptr[4], rd_ptr[3 : 0]});
wire fifo_empty = wr_ptr == rd_ptr;
always @(posedge S_AXI_ACLK) begin
    if (S_AXI_AWREADY) begin
        awaddr  <= S_AXI_AWADDR;
        awid    <= S_AXI_AWID;
        awburst <= S_AXI_AWBURST;
        awlen   <= S_AXI_AWLEN;
        awsize  <= S_AXI_AWSIZE;
    end
    else if (wfire) begin
        awaddr <= next_wr_addr;
    end
end
always @(posedge S_AXI_ACLK) begin
    if (!S_AXI_ARESETN) begin
        axi_awready <= 1'b1;
        axi_wready  <= 1'b0;
    end
    else if (awfire) begin
        axi_awready <= 1'b0;
        axi_wready  <= 1'b1;
    end
    else if (wfire) begin
        axi_awready <= S_AXI_WLAST && !b_pend;
        axi_wready  <= !S_AXI_WLAST;
    end
    else if (!S_AXI_AWREADY) begin
        if (axi_wready) begin
            axi_awready <= 1'b0;
        end
        else if (b_pend) begin
            axi_awready <= 1'b0;
        end
        else begin
            axi_wready  <= 1'b1;
        end
    end
end
always @(posedge S_AXI_ACLK) begin
    if (!b_pend) begin
        axi_bid <= awid;
    end
end
always @(posedge S_AXI_ACLK) begin
    if (!S_AXI_ARESETN) begin
        axi_bvalid <= 1'b0;
    end
    else if (wfire && S_AXI_WLAST) begin
        axi_bvalid <= 1'b1;
    end
    else if (S_AXI_BREADY) begin
        axi_bvalid <= bvalid_r;
    end
end
always @(posedge S_AXI_ACLK) begin
    if (!S_AXI_ARESETN) begin
        bvalid_r <= 1'b0;
    end
    else if (b_pend && wfire && S_AXI_WLAST) begin
        bvalid_r <= 1'b1;
    end
    else if (S_AXI_BREADY) begin
        bvalid_r <= 1'b0;
    end
end
always @(posedge S_AXI_ACLK) begin
    if (wfire) begin
        for (integer i = 0; i < DW_BYTE; i = i + 1) begin
            mem[awaddr + i] <= S_AXI_WDATA[(i << 3) + 7 -: 8];
        end
    end
end
axi_addr #( 
    .AW(AW),
    .DW(DW)
) get_next_wr_addr(
    .i_last_addr(awaddr),
    .i_burst(awburst),
    .i_size(awsize),
    .i_len(awlen),
    .o_next_addr(next_wr_addr)
);
assign S_AXI_AWREADY = axi_awready;
assign S_AXI_WREADY  = axi_wready;
assign S_AXI_BRESP   = 2'b00;
assign S_AXI_BVALID  = axi_bvalid;
assign S_AXI_BID     = axi_bid;
always @(posedge S_AXI_ACLK) begin
    if (S_AXI_ARREADY) begin
        arid    <= S_AXI_ARID;
        arburst <= S_AXI_ARBURST;
        arsize  <= S_AXI_ARSIZE;
    end
end
always @(posedge S_AXI_ACLK) begin
    if (!S_AXI_ARESETN) begin
        wr_ptr <= 'b0;
    end
    else if (arfire) begin
        wr_ptr <= wr_ptr + 1'b1;
        fifo[wr_ptr[3:0]] <= {S_AXI_ARADDR, S_AXI_ARLEN};
    end
end
always @(posedge S_AXI_ACLK) begin
    if (!S_AXI_ARESETN) begin
        rd_ptr <= 'b0;
    end
    else if (cur_rlen == 1'b1) begin
        rd_ptr <= rd_ptr + 1'b1;
    end
end
always @(posedge S_AXI_ACLK) begin
    if (!S_AXI_ARESETN) begin
        cur_rlen <= 'b0;
    end
    else if ((cur_rlen == 'b0) && !fifo_empty) begin
        araddr   <= fifo[rd_ptr[3:0]][(AW << 1)-1 : AW];
        arlen    <= fifo[rd_ptr[3:0]][AW-1 : 0];
        cur_rlen <= fifo[rd_ptr[3:0]][AW-1 : 0];
    end
    else if (rfire) begin
        cur_rlen <= (cur_rlen != 0) ? (cur_rlen - 1'b1) : 'b0;
        araddr   <= next_rd_addr;
    end
end
always @(posedge S_AXI_ACLK) begin
    if (!S_AXI_ARESETN) begin
        axi_arready <= 1'b1;
    end
    else if (!fifo_full) begin
        axi_arready <= 1'b1;
    end
    else begin
        axi_arready <= 1'b0;
    end
end
always @(posedge S_AXI_ACLK) begin
    if (!S_AXI_ARESETN) begin
        axi_rvalid <= 1'b0;
    end
    else if ((cur_rlen == 'b0) && !fifo_empty) begin
        axi_rvalid <= 1'b1;
    end
    else if (rfire) begin
        axi_rvalid <= !fifo_empty;
    end
end
always @(posedge S_AXI_ACLK) begin
    if (!S_AXI_ARESETN) begin
        axi_rlast <= 1'b0;
    end
    else if (arfire) begin
        axi_rlast <= (S_AXI_ARLEN == 'b0);
    end
    else if (rfire) begin
        axi_rlast <= (cur_rlen == 'b1);
    end
end
always @(posedge S_AXI_ACLK) begin
    if (!r_pend) begin
        axi_rid <= arid;
    end
end
axi_addr #( 
    .AW(AW),
    .DW(DW)
) get_next_rd_addr(
    .i_last_addr(araddr),
    .i_burst(arburst),
    .i_size(arsize),
    .i_len(arlen),
    .o_next_addr(next_rd_addr)
);
always @(*) begin
    for (integer i = 0; i < DW_BYTE; i = i + 1) begin
        axi_rdata[(i << 3) + 7 -: 8] = mem[araddr + i];
    end
end
assign S_AXI_ARREADY = axi_arready;
assign S_AXI_RVALID  = axi_rvalid;
assign S_AXI_RDATA   = axi_rdata;
assign S_AXI_RLAST   = axi_rlast;
assign S_AXI_RID     = axi_rid;
assign S_AXI_RRESP   = 2'b00;
endmodule
```

==> impl_metrics.ini <==
; yosys + openroad results
[outcome]
status = finished, final reports clean

[floorplanning]
row_count = 62
fp_util_pct = 51.2
die_w_um = 174
io_pins = 184
chipArea_um2 = 30300
core_area_um2 = 28900
die_h_um = 174

[power_and_ir_drop]
power_mw = 2.84
p_leak_nw = 5.56
vdd_ir_drop_max_mv = 0.148
p_per_area_nw_per_um2 = 163

[worst_setup_path]
critPathSlowestCell = nor4b_1
start_kind = input port
cp_max_fo = 9
cp_data_required_time_ns = 11.00
setup.worst_path.end_class = register
max_stage_delay_ns = 0.56
crit_chain = clkdlybuf4s50_1, and2_1, nand3_1, a2111oi_0, o2111ai_1, nor4b_1, a31oi_1, nand2_1
criticalPathCategory = input port to register
cp_data_arrival_time_ns = 5.21

[grt]
track_usage_pct = 29.6
antenna_found_initial = 0
grt_overflow = 0
grt_pass1_vias = 11300
grt_max_degree = 54
grt_pass1_wl_um = 64000

[clock_network]
postCtsHoldBufs = 0
numCtsBuffers = 27
cts.sink_count = 256
cts_root_buffer = clkbuf_16
insertion_delay_ns = 0.56
htreeDepth = 1
post_cts.repair.setup_buffers = 0
cts_buffer_depth = 3
clk_pin_slew_worst_paths_ns = 0.06
cts-resized-gates = 0
cts_tree = yes

[final_layout]
design_area_um2 = 17400
drive_above_1_share_pct = 11.1
ff_latch_area_um2 = 7400
final_cell_mix = 227 x edfxtp_1, 144 x clkdlybuf4s50_1, 114 x nand2_1
lay_top_count = edfxtp_1
n_fill_cell = 2343
logic_area_um2 = 6810
area_delta_synth_final_pct = 17.6

[logic_synthesis]
yosys_warnings = 2
flop_cell = edfxtp_1
yosysUniqueCellTypes = 76
ys_area_um2 = 14800
ys_seq_share_pct = 49.9
ys_ff = 256
async_flop_share_pct = 0
synth-edff-count = 227
synth_cells = 1342
avgSynthCellArea_um2 = 11.0
syn_area_um2 = 14800
yosys_cells = 1342

[final_timing]
fin_setup_tns_ns = 0
finalCritPeriodShare_pct = 46.4
timing.hold.ws_ns = 0.418
rsz0062_at_grt = no
fmax_ghz = 0.200
fin_crit_ns = 5.01
layout_setup_ws_ns = 5.79
finalMaxSlewViolations = 0
maxSlewHeadroom_pct = 37.2
setup_violations = 0
final_hold_viol_count = 0
skew_ns = 0.0189
max_slew.worst_pin.slew_ns = 0.940

[detailed_routing]
vias = 11500
drc = 0
drt-pass1-iter-count = 8
drt_wl_total_um = 40700
wl_met3_um = 4360
met2_length_um = 18000
drtIter0Drc = 870
n_antenna_cell = 0
drt-met1-wl_um = 16900
ant_nets = 0
top_layer = met4
viasPerCell = 6.21
routedWlPerCell_um = 22.0

[job]
max-cap-violations = 0
warnings = 73

[place]
dp_hpwl_um = 29500
port-buffer-count = 144
dp_slack_ns = 5.32
gp_congestion = 1.00
placed_cell_area_um2 = 16500

[min_path]
hold_class = register to register
==> power by group <==
part           internal [mW]  switching (mW)  total [mW]
logic                  0.296           0.342       0.638
registers               1.15           0.103        1.25
clock network          0.558           0.395       0.953
==> final cells by class <==
type,count,share of cell area [%]
Sequential cell,256,42.5
Multi-Input combinational cell,949,39.1
Timing Repair Buffer,179,9.78
Clock buffer,30,3.94
Tap cell,384,2.76
Clock inverter,19,1.26
Inverter,31,0.668
==> routing by layer <==
metal | vias to the layer above | GRT usage [%]
met5 | - | 0
li1 | 5380 | -
met2 | 600 | 43.0
met3 | 79 | 8.16
met4 | 0 | 8.41
met1 | 5412 | 47.4
==> kinds of logic after synthesis <==
family	Yosys count	synth area share, %
adder cells (fa/ha/maj)	26	2.25
XOR/XNOR	70	4.14
other	1	0.0253
buffers and inverters	140	4.16
AND/OR/NAND/NOR	526	19.1
flip-flops	256	49.9
AND-OR/OR-AND	235	10.5
multiplexers	88	9.90
==> worst paths after layout <==
| path | depth (start not counted) | start | end | slack (ns) |
|---|---|---|---|---|
| hold reg to reg | 0 | awid[1] | axi_bid[1] | 0.42 |
| setup / recovery | 8 | S_AXI_WVALID | mem[0][0] | 5.79 |
| hold / removal | 0 | awid[1] | axi_bid[1] | 0.42 |
| setup reg to reg | 8 | register | mem[-1][0] | 5.91 |
==> critical path: cells and delay by family <==
family / cells / cell delay [ns]
simple gates: 4 / 1.32
compound gates: 3 / 1.17
buf+inv: 1 / 0.54
==> cells in the mapped netlist (6+ instances only) <==
cell type / count / area, um^2
edfxtp_1: 227 / 6820
nand2_1: 114 / 428
nor2_1: 96 / 360
clkbuf_1: 64 / 240
nor4_1: 56 / 350
o21ai_0: 48 / 240
a21oi_1: 45 / 225
mux4_2: 45 / 1010
nand3_1: 44 / 220
nor3_1: 41 / 205
xnor2_1: 41 / 359
nand4_1: 40 / 250
and2_1: 32 / 200
dfxtp_1: 29 / 581
xor2_1: 29 / 254
inv_1: 28 / 105
ha_1: 25 / 313
mux2i_1: 25 / 250
buf_4: 20 / 150
mux2_2: 18 / 203
or3_1: 18 / 113
or4_1: 16 / 120
a31oi_1: 15 / 93.8
and4_1: 14 / 123
o31ai_1: 14 / 105
buf_2: 13 / 65.1
buf_1: 12 / 45.0
o22ai_1: 11 / 68.8
a211oi_1: 10 / 75.1
nand2b_1: 9 / 56.3
and3_1: 8 / 50.1
o211ai_1: 8 / 60.1
o21ai_1: 8 / 40.0
a32oi_1: 7 / 61.3
o2111ai_1: 6 / 52.6
o41ai_1: 6 / 52.6
==> flip-flops by register name, indices dropped and copies added, names as in the netlist, 2 cells and up, named ones only <==
signal    count
fifo        144
awaddr       20
wr_ptr        5
awsize        3
axi_rid       2
arlen         8
awlen         8
arburst       2
awburst       2
cur_rlen      8
axi_bid       2
awid          2
arsize        3
mem           8
arid          2
mem[-1]       8
rd_ptr        5
==> metrics by stage <==
step                instances  util, %
finish                   1848     60.2
global route             1848     60.2
CTS                      1848     60.2
detailed placement       1799     57.1
global placement         1799     57.1
floorplan                1345        -
Power and IR drop assume default switching activity.
